===== /design/flow/design.v =====
`timescale 1ns/1ns
module Controller(
    input clk,rst,
    input [6:0]OPC,func7,
    input [2:0]func3,
    output reg RegWriteD,MemWriteD,
    output reg [1:0]JumpD,
    output reg ALUSrcD,
    output reg [1:0]ResultSrcD,
    output reg [2:0]ImmSrcD,BranchD,
    output reg [2:0]AluControlD);
  always @* begin
    RegWriteD   = 1'b0;
    MemWriteD   = 1'b0;
    ALUSrcD     = 1'b0;
    ResultSrcD  = 2'b00;
    AluControlD = 3'b000;
    ImmSrcD     = 3'b000;
    BranchD   = 3'b000;
    JumpD = 2'b00;
    case (OPC)
      7'b0110011: begin
        RegWriteD   = 1'b1;
        ResultSrcD  = 2'b00;
        AluControlD = 3'b000;
        ImmSrcD     = 3'b000;
        case (func3)
          3'b000: begin
            case (func7)
              7'b0000000: AluControlD = 3'b000;  
              7'b0100000: AluControlD = 3'b001;  
            endcase
            end
          3'b111: AluControlD = (func7==7'b0000000)?3'b010:3'bx; 
          3'b110: AluControlD = (func7==7'b0000000)?3'b011:3'bx; 
          3'b010: AluControlD = (func7==7'b0000000)?3'b101:3'bx; 
        endcase
      end
      7'b0010011: begin
        RegWriteD   = 1'b1;
        ALUSrcD = 1'b1;
	      ImmSrcD = 3'b000;
        case (func3)
          3'b000: AluControlD = 3'b000; 
          3'b100: AluControlD = 3'b111; 
          3'b010: AluControlD = 3'b101; 
          3'b110: AluControlD = 3'b001; 
        endcase
      end
      7'b0100011: begin
        MemWriteD   = 1'b1;
        ALUSrcD = 1'b1;
        ResultSrcD  = 2'b10;
        ImmSrcD = 3'b001;
        case (func3)
          3'b010: AluControlD = 3'b000;    
        endcase
      end
      7'b1100011: begin
        ImmSrcD= 3'b010;
        AluControlD = 3'b001;
	      ALUSrcD = 1'b0;
	      case (func3)
          3'b000: BranchD = 3'b001;
          3'b001: BranchD = 3'b010;
          3'b100: BranchD = 3'b011;
          3'b101: BranchD = 3'b100;
        endcase    
      end
      7'b0110111: begin
          RegWriteD  = 1'b1;
          ResultSrcD = 2'b11;
          ImmSrcD    = 3'b011;
          AluControlD = 3'b100;
          ALUSrcD     = 1'b1;
      end
      7'b1101111: begin
      	  RegWriteD   = 1'b1;
          ALUSrcD = 1'b1;
          ImmSrcD     = 3'b100;
          AluControlD = 3'b000;
          ResultSrcD  = 2'b11;
          JumpD = 2'b01;
      end
     7'b0000011: begin
          RegWriteD   = 1'b1;
          ALUSrcD = 1'b1;
          ImmSrcD     = 3'b000;
          AluControlD = 3'b000;
          ResultSrcD  = 2'b01;
     end
     7'b1100111:begin
          JumpD = 2'b10;
          AluControlD = 3'b000;
          RegWriteD   = 1'b1;
          ALUSrcD = 1'b1;
          ImmSrcD = 3'b000;
          ResultSrcD  = 2'b11;
	end
    endcase
  end
endmodule

===== /design/flow/run.sh =====
#!/bin/bash
# OpenROAD 26Q1-2900-gdf79404cd8, Yosys 0.63+post, stock flow scripts
make -C /OpenROAD-flow-scripts/flow DESIGN_CONFIG=/design/flow/config.mk WORK_HOME=/design/flow/orfs finish

===== /design/flow/config.mk =====
export PLATFORM = sky130hd
export DESIGN_NAME = Controller
export DESIGN_NICKNAME = Controller
export VERILOG_FILES = /design/flow/design.v
export SDC_FILE = /design/flow/constraint.sdc
export NUM_CORES = 4
export LEC_CHECK = 1
export CORE_AREA = 10 10 70 70
export DIE_AREA = 0 0 80 80

===== /design/flow/constraint.sdc =====
current_design Controller

set clk_period 2.9
set clk_io_pct 0.2

create_clock -name clk0 -period $clk_period

set non_clock_inputs [all_inputs -no_clocks]
set_input_delay [expr $clk_period * $clk_io_pct] -clock clk0 $non_clock_inputs
set_output_delay [expr $clk_period * $clk_io_pct] -clock clk0 [all_outputs]

==> Slide: Implementation Results <==
Implementation Results

Run status
  • Status: finished clean

Power
  • Leakage: about 0.37 nW
  • Max VDD drop: between 0.03 and 0.04 mV
  • Ratio of total power to cell area: approximately 93 mW/mm²

Synth
  • Simple-gate area share of the yosys netlist: 63.4%
  • Share of synthesized cell area in and-or and or-and compound cells: 20.8%
  • Chip area estimate from yosys synthesis: roughly 370 µm²
  • Dominant combinational cell family by area after synthesis: simple AND/OR/NAND/NOR gates
  • Syn Inst Count: 65
  • Post-synthesis instance area: 373 µm²
  • Top cells by area: nor3_1 13%, nand2_1 11%, a21oi_1 9.4%
  • Synth warnings: 1
  • Count of different cell masters after synthesis: 25
  • Largest type area fraction: 13.4%
  • Area fraction in mux cells: 0%
  • Number of standard cells reported by yosys: about 65
  • Post-synthesis xor/xnor area fraction: 4.70%
  • Fa+ha+maj area frac: 0%
  • Synthesized area divided by synthesized cell count: 5.74 µm²
  • Post-synthesis sequential area ratio: 0%
  • Biggest area consumer among synthesized cells: nor3_1

STA
  • Worst-Margin Slew: 308 ps
  • Aggregate negative setup slack: 0 ps
  • Share of the cycle needed by the critical path after routing: 93.8%
  • Highest Clock Rate: 367 MHz
  • Max-slew headroom at the worst pin: 79.4%
  • Pins over their slew limit: 0
  • Setup repair after global routing missed its margin: false
  • Final count of negative-setup-slack endpoints: 0
  • Final critical-path required period: 2720 ps
  • Final number of hold-violating endpoints: 0

Routing
  • Via density: 3.84
  • Final Routed Wirelength: around 1700 µm
  • ANT nets after route: 0
  • DRC errors left: 0
  • Initial DRC Count: 17
  • Antenna fix cells: 0
  • Post-detailed-route wirelength per cell: 11.0 µm
  • Number of detailed-route iterations in the first pass: 4
  • Detailed-route via count: 583

Global routing
  • Total congestion overflow: 0
  • Global-route wire length before repair: 2680 µm
  • Tot GR Track Use: 5.08%
  • Largest net degree at the start of global routing: 12
  • Number of antenna violations at the first check in global routing: 0
  • Number of global-route vias before repair: 582

Floorplan
  • Core region area: 0.00342 mm²
  • Chip area: approximately 0.0064 mm²
  • Die width: 80 µm
  • Die H: 80 µm
  • Top Ports: 35
  • FP Util: 10.9%
  • Row Count: 21

Worst setup path
  • Cell family with the largest share of critical-path delay: simple AND/OR/NAND/NOR gates
  • Worst setup SP type: primary input
  • Start-to-end type of the worst setup path: primary input to primary output
  • Highest-delay cell along the critical path: or4_4
  • Maximum single-stage delay on the critical path: approximately 560 ps
  • Cell-by-cell trace of the critical path: dlygate4sd2_1 -> nand3_4 -> or4_4 -> nor3_2 -> clkdlybuf4s50_1
  • Arrival time at the worst endpoint: ~2100 ps
  • Worst Setup End Kind: primary output
  • Number of buffer and inverter instances along the worst setup path: 2
  • Top fanout value on the critical path: 4
  • Required time reported for the critical path endpoint: 2320 ps

Final layout
  • Registers: 0
  • Core occupancy in the finished layout: 25.2%
  • FILL cells: between 300 and 400
  • Signed area change from the synthesized netlist to the final layout: 131%
  • Combined flip-flop and latch cell area: 0 µm²
  • Share of post-route cells with drive strength above 1: a little under a quarter
  • Count of clock buffers in the final design: 0

Placement
  • Final weighted congestion of routability-driven global placement: approximately 0.88
  • Total of buffers placed on input and output ports: 33
  • Dpl hpwl: ~1500 µm

Min path
  • Worst hold-check path type: primary input to primary output

Flow run
  • Number of warnings in the stage logs: 34
  • Max-cap violations: 0
-- power breakdown --
group,leakage [nW],internal (W),switching [W],total (W)
Clock,0,0,0,0
Sequential,0,0,0,0
Combinational,0.373,0.0000459,0.0000344,0.0000803
-- metal layers --
layer	vias up	GRT usage (%)	wire length [µm]
met4	0	0	0
met5	-	0	0
met3	0	2.73	235
li1	311	-	-
met1	250	6.86	734
met2	22	7.38	699
-- cell type report --
type | count | area [µm²] | area share [%]
Inverter | 3 | 11.3 | 1.31
Multi-Input combinational cell | 56 | 352 | 40.8
Tap cell | 46 | 57.6 | 6.69
Timing Repair Buffer | 47 | 440 | 51.2
-- through the flow --
step	hold slack [ps]	setup slack, ps	instance area (µm²)	cells	total power, W
2_1_floorplan	1180	867	373	65	0.0000345
3_3_place_gp	2260	-113	828	151	0.0000797
3_5_place_dp	2250	-113	828	151	0.0000805
4_1_cts	1950	19.5	826	151	0.0000792
5_1_grt	1720	113	861	152	0.0000890
6_report	1650	179	861	152	0.0000803
-- cell usage after synthesis (all sizes together) --
cell type and n:
a21oi 7, a2bb2oi 2, buf 2, clkbuf 4, inv 3, nand2 11, nand2b 2, nand3 2
nor2 7, nor2b 2, nor3 12, nor3b 1, nor4 2, o21ai 2, o22ai 1, o31a 1
or4 1, or4b 1, xnor2 2
-- final timing paths --
kind | start | endpoint | cells past startpoint
worst max-delay path | OPC[1] | BranchD[1] | 5
worst min-delay path | OPC[3] | BranchD[2] | 4
-- layout by cell type (no fill, tap or decap), drive strengths merged --
cell | Yosys | layout
buf | 2 | 14
dlymetal6s2s | 0 | 5
nor4 | 2 | 2
nand2 | 11 | 11
nand2b | 2 | 2
nor3b | 1 | 1
a21oi | 7 | 7
o31a | 1 | 1
nor2b | 2 | 2
a2bb2oi | 2 | 2
dlygate4sd2 | 0 | 6
nor3 | 12 | 12
inv | 3 | 3
o22ai | 1 | 1
or4b | 1 | 1
nand3 | 2 | 2
clkdlybuf4s50 | 0 | 22
nor2 | 7 | 7
o21ai | 2 | 2
xnor2 | 2 | 2
or4 | 1 | 1
-- cells by family (layout without fill, tap and decap cells) --
group,count (synthesis),count (layout)
buffers and inverters,9,50
AND-OR/OR-AND,13,13
AND/OR/NAND/NOR,41,41
XOR/XNOR,2,2
-- worst min-delay path, cell delays in order --
cell            delay (ps)
dlymetal6s2s_1         140
or4_4                  180
nor3_2                  40
dlymetal6s2s_1         120
-- timing repair --
action,CTS,global route
pin swaps,1,3
hold buffers,0,0
buffers inserted,0,1
endpoints found under the setup margin,5,7
resized,7,8
gates cloned,0,0
Power and IR drop assume default switching activity.
